File: ./run.sh
#!/bin/bash
# OpenROAD 26Q1-2900-gdf79404cd8, Yosys 0.63+post, stock flow scripts
make -C /OpenROAD-flow-scripts/flow DESIGN_CONFIG=/design/flow/config.mk WORK_HOME=/design/flow/orfs finish
File: ./config.mk
export PLATFORM = sky130hd
export DESIGN_NAME = cache
export DESIGN_NICKNAME = cache
export VERILOG_FILES = /design/flow/design.v
export SDC_FILE = /design/flow/constraint.sdc
export NUM_CORES = 4
export LEC_CHECK = 1
export CORE_UTILIZATION = 50
File: ./constraint.sdc
current_design cache

set clk_period 37.9
set clk_io_pct 0.2

create_clock -name clk0 -period $clk_period [get_ports {clk}]

set non_clock_inputs [all_inputs -no_clocks]
set_input_delay [expr $clk_period * $clk_io_pct] -clock clk0 $non_clock_inputs
set_output_delay [expr $clk_period * $clk_io_pct] -clock clk0 [all_outputs]
File: ./design.v
module cache(
    clk,
    proc_reset,
    proc_read,
    proc_write,
    proc_addr,
    proc_rdata,
    proc_wdata,
    proc_stall,
    mem_read,
    mem_write,
    mem_addr,
    mem_rdata,
    mem_wdata,
    mem_ready
);
    input          clk;
    input          proc_reset;                   
    input          proc_read, proc_write;        
    input   [29:0] proc_addr;                    
    input   [31:0] proc_wdata;                   
    output         proc_stall;                   
    output  [31:0] proc_rdata;                   
    input  [127:0] mem_rdata;                    
    input          mem_ready;                    
    output         mem_read, mem_write;          
    output  [27:0] mem_addr;                     
    output [127:0] mem_wdata;                    
    parameter WORDLEN = 32;
    parameter BLOCKNUM = 8;
    parameter TAGLEN = 25;
    parameter IDLE = 2'd0;
    parameter COMPARE = 2'd1;
    parameter ALLOCATE = 2'd2;
    parameter WRITEBACK = 2'd3;
    reg     [WORDLEN*4-1:0] cch     [0:BLOCKNUM-1];
    reg     [WORDLEN*4-1:0] cch_nxt [0:BLOCKNUM-1];
    reg     [1:0]           state, state_nxt;
    reg     [TAGLEN-1:0]    tag     [0:BLOCKNUM-1];
    reg     [TAGLEN-1:0]    tag_nxt [0:BLOCKNUM-1];
    reg     valid       [0:BLOCKNUM-1];
    reg     valid_nxt   [0:BLOCKNUM-1];
    reg     dirty       [0:BLOCKNUM-1];
    reg     dirty_nxt   [0:BLOCKNUM-1];
    reg     proc_stall, proc_stall_nxt;
    reg     [31:0]  proc_rdata, proc_rdata_nxt;
    reg     mem_read, mem_read_nxt;
    reg     mem_write, mem_write_nxt;
    reg     [27:0]  mem_addr, mem_addr_nxt;
    reg     [127:0] mem_wdata, mem_wdata_nxt;
    wire    [2:0]   block_now;
    wire    [24:0]  tag_now;
    wire    [1:0]   word_idx;
    integer i;
assign block_now = proc_addr[4:2];
assign tag_now = proc_addr[29:5];
assign word_idx = proc_addr[1:0];
always @(*) begin  
    state_nxt = state;
    case (state)
        IDLE: begin
            if (proc_read || proc_write) begin
                state_nxt = COMPARE;
                proc_stall_nxt = 1;
            end
            else begin
                state_nxt = IDLE;
                proc_stall_nxt = 0;
            end
        end 
        COMPARE: begin
            if (valid[block_now]==1) begin
                if (tag[block_now] == tag_now) begin
                    proc_stall_nxt = 0;
                    state_nxt = IDLE;
                end
                else if (dirty[block_now] == 0) begin
                    proc_stall_nxt = 1;
                    state_nxt = ALLOCATE;
                end
                else begin
                    proc_stall_nxt = 1;
                    state_nxt = WRITEBACK;
                end
            end
            else begin
                proc_stall_nxt = 1;
                state_nxt = ALLOCATE;
            end
        end
        ALLOCATE: begin
            proc_stall_nxt = 1;
            if (mem_ready) begin
                state_nxt = COMPARE;
            end
            else begin
                state_nxt = ALLOCATE;
            end
        end
        WRITEBACK: begin
            proc_stall_nxt = 1;
            if (mem_ready) begin
                state_nxt = ALLOCATE;
            end
            else begin
                state_nxt = WRITEBACK;
            end
        end
        default: begin
            proc_stall_nxt = 0;
            state_nxt = IDLE;
        end
    endcase
end
always @(*) begin
    for(i=0;i<BLOCKNUM;i=i+1) begin
        cch_nxt[i] = cch[i];
        valid_nxt[i] = valid[i];
        tag_nxt[i] = tag[i];
        dirty_nxt[i] = dirty[i];
    end
    proc_rdata_nxt = 0;
    mem_read_nxt = 0;
    mem_write_nxt = 0;
    mem_addr_nxt = 0;
    mem_wdata_nxt = 0;
    case (state)
        IDLE: begin
            tag_nxt[block_now] = tag[block_now];
            dirty_nxt[block_now] = dirty[block_now];
            valid_nxt[block_now] = valid[block_now];
        end
        COMPARE: begin
            if (valid[block_now]==1 && tag[block_now] == tag_now) begin
                if (proc_read && ~proc_write) begin
                    case (word_idx)
                        0: proc_rdata_nxt = cch[block_now][31:0];
                        1: proc_rdata_nxt = cch[block_now][63:32];
                        2: proc_rdata_nxt = cch[block_now][95:64];
                        3: proc_rdata_nxt = cch[block_now][127:96];
                        default: proc_rdata_nxt = 0;
                    endcase
                end
                else if (proc_write && ~proc_read) begin
                    case (word_idx)
                        0: cch_nxt[block_now][31:0] = proc_wdata;
                        1: cch_nxt[block_now][63:32] = proc_wdata;
                        2: cch_nxt[block_now][95:64] = proc_wdata;
                        3: cch_nxt[block_now][127:96] = proc_wdata;
                        default: cch_nxt[block_now] = cch[block_now];
                    endcase
                    valid_nxt[block_now] = valid[block_now];
                    tag_nxt[block_now] = tag_now;
                    dirty_nxt[block_now] = 1;
                end
            end
        end
        ALLOCATE: begin
            if (~mem_ready) begin
                mem_read_nxt = 1;
                mem_write_nxt = 0;
                mem_wdata_nxt = 0;
                mem_addr_nxt = proc_addr[29:2];
            end
            else begin
                tag_nxt[block_now] = tag_now;
                valid_nxt[block_now] = 1;
                dirty_nxt[block_now] = 0;
                cch_nxt[block_now] = mem_rdata;
            end
        end
        WRITEBACK: begin
            if (~mem_ready) begin 
                mem_write_nxt = 1;
                mem_wdata_nxt = cch[block_now];
                mem_addr_nxt = {tag[block_now],block_now};
            end
        end
        default: begin
            tag_nxt[block_now] = tag[block_now];
            valid_nxt[block_now] = valid[block_now];
            dirty_nxt[block_now] = dirty[block_now];
        end
    endcase
end
always@( posedge clk ) begin
    if( proc_reset ) begin
        state   <= IDLE;
        for (i = 0; i<BLOCKNUM; i=i+1) begin
            cch[i]      <= 0;
            tag[i]      <= 0;
            valid[i]    <= 0;
            dirty[i]    <= 0;
        end
        proc_stall      <= 0;
        proc_rdata      <= 0;
        mem_read        <= 0;
        mem_write       <= 0;
        mem_addr        <= 0;
        mem_wdata       <= 0;
    end
    else begin
        state   <= state_nxt;
        for (i = 0; i<BLOCKNUM; i=i+1) begin
            cch[i]      <= cch_nxt[i];
            tag[i]      <= tag_nxt[i];
            valid[i]    <= valid_nxt[i];
            dirty[i]    <= dirty_nxt[i];
        end
        proc_rdata      <= proc_rdata_nxt;
        mem_read        <= mem_read_nxt;
        mem_write       <= mem_write_nxt;
        mem_addr        <= mem_addr_nxt;
        mem_wdata       <= mem_wdata_nxt;
        proc_stall      <= proc_stall_nxt;
    end
end
endmodule
==> flow_summary.ini <==
; flow metrics
[cts]
cts_resized = 0
clk-insertion-delay-late_ns = 0.78
cts_buffers = 152
htreeDepth = 4
cts_max_path_buffers = 3
clkTransAtPathRegs_ns = 0.07
cts.sinks = 1435
ctsRootBufferMaster = clkbuf_16
hold_buffers = 0
cts_tree = done
cts_setup_buffers = 0

[detailed_routing]
ant_nets = 0
wirelength_um = 243000
dr.pass1.iters = 6
dr_total_vias = 49200
viasPerCell = 6.65
drc_errors = 0
drt_iter0_drc = 4459
wire_per_inst_um = 32.9

[final_timing]
worst_slack_ns = 25.35
finalHoldViolCount = 0
setup_viol = 0
fin_crit_ns = 12.55
finalCritPeriodShare_pct = 33.1
fmaxAchievable_mhz = 79.7
slew_headroom_pct = 26.3
tns_ns = 0
clock_skew_ns = 0.0236
drv_slew = 0
rsz0062_at_grt = no
tightest_slew_ns = 1.10

[critical_path]
worstPathMaxFanout = 84
cp.arrival_ns = 13.20
critPathKind = primary input to flop
cpMaxStageDelayCell = or4b_1
startpoint_type = primary input
required_ns = 38.55
cp-end-kind = flop
max_stage_delay_ns = 0.68
cp_common_cell = buf_4
path_cells = buf_8, buf_4, buf_12, inv_4, o221a_2, nor3_2, o21a_1, o21ai_1, or4b_1, or4_1, buf_4, o21ai_4, buf_4, mux2_2

[pwr]
p_int_mw = 2.71
clkPwrFrac_pct = 40.6
pwr_density_cell_mw_per_mm2 = 55.6
power.switching_mw = 1.07
peakVddDrop_mv = 0.0494
combPwrFrac_pct = 15.2
power_mw = 3.77
p_leak_nw = 26.1
power_switching_share_pct = 28.2
p_seq_share_pct = 44.2

[final_layout]
fill_cells = 9259
final_util_pct = 60.3
area_delta_synth_final_pct = 19.6
stdcell_count = 7405
drive_above_1_share_pct = 13.5

[synthesis]
ys_top_logic_family = AND-OR/OR-AND gates
edf_count = 0
ys_cells = 5532
aoi_share_pct = 28.6
simple_gate_share_pct = 8.58
synthAdderAreaFrac_pct = 0
yosysSeqAreaShare_pct = 50.7
syn-cell-area_sq_mm = 0.0567
async_reset_ff_share_pct = 0
yosys_warnings = 9
xor_share_pct = 0.400
synth_cell_type_count = 75
flop_cell = dfxtp_1
synthMuxAreaShare_pct = 7.77
synth-area-yosys_sq_mm = 0.0567
synthCells = 5532
ys.flops = 1435
avgSynthCellArea_sq_um = 10.2

[placed_design]
dp.cells = 7131
dp_hpwl_um = 149000
place.gp.congestion = 0.974
place_ws_ns = 24.68
port_buffers = 385

[grt]
grt_max_degree = 85
grt.total_usage_pct = 43.6
grt_pass1_wl_um = 348000
antenna_found_initial = 21
grt_overflow_total = 0
grt_pass1_vias = 47500

[floorplanning]
fp_util_pct = 50.4
core_sq_mm = 0.112
die_w_um = 339
row_count = 123
die_area_sq_mm = 0.115
pin_count = 386
dieHeight_um = 339

[run]
warnings = 26
cap_violations = 0

[run_status]
status = finished, final reports clean

[hold_path]
hp-class = flop to flop
-- routing by layer --
layer	share of wire, %	global-route usage (%)	up-vias
li1	-	-	21300
met1	39	60.3	24300
met2	41	58.3	2851
met3	14	20.5	688
met4	6.6	22.6	46
met5	0.12	0	-
-- through the flow --
step	cell area, sq um	hold slack [ns]
after floorplan	56700	0.432
after global placement	62700	0.444
after detailed placement	62700	0.448
after CTS	67800	0.459
after global routing	67800	0.477
final	67800	0.461
-- critical path, delay by kind of cell --
kind | cells | cell delay, ns
AOI/OAI and AO/OA | 4 | 0.82
muxes | 1 | 0.40
and+or+nand+nor | 3 | 1.53
buffers and inverters | 6 | 2.62
-- cell usage after synthesis (7+ instances only) --
cell type	count	area, sq um
buf_1	44	165
nand3_1	10	50.1
o211ai_1	21	158
mux2_1	27	304
o221ai_1	19	166
nand2_1	331	1240
nand4_1	7	43.8
mux4_2	39	878
a221oi_1	81	709
mux2_2	155	1750
o21ai_1	30	150
nor4_1	13	81.3
nor3_1	102	510
o21a_1	22	165
a211oi_1	40	300
mux2i_1	146	1460
nor2_1	373	1400
buf_2	27	135
and2_1	17	106
a21boi_0	45	338
a21oi_1	225	1130
o21ai_0	200	1000
buf_6	17	191
dfxtp_1	1435	28700
nor2b_1	160	1000
xnor2_1	18	158
o22ai_1	123	769
o32a_1	8	80.1
inv_1	22	82.6
a22o_1	1118	9790
a21boi_1	7	52.6
clkbuf_1	417	1570
o2bb2ai_1	7	61.3
a211oi_2	12	150
buf_4	13	97.6
a22oi_1	92	691
nand2b_1	15	93.8
-- power by group through the flow --
stage | logic, mW | clock network, mW | registers [mW]
after global routing | 0.589 | 1.60 | 1.68
final | 0.572 | 1.53 | 1.67
after CTS | 0.551 | 1.54 | 1.67
-- cell usage in the layout, fill, tap and decap left out, types with 10 or more instances in the layout --
master	netlist	layout
inv_1	22	19
nor2b_1	160	156
xnor2_1	18	18
a211oi_2	12	12
clkbuf_16	0	161
clkdlybuf4s50_1	0	379
nand3_1	10	10
clkbuf_8	0	35
a221oi_1	81	81
a22o_1	1118	1118
clkbuf_1	417	32
dfxtp_1	1435	1433
o221ai_1	19	19
a21oi_4	1	22
a22oi_1	92	92
o21a_1	22	21
buf_4	13	230
a211oi_1	40	40
o22ai_1	123	112
o21ai_2	2	18
o21ai_1	30	10
mux4_2	39	39
a21oi_1	225	204
mux2_1	27	27
o21ai_0	200	195
nand2b_1	15	15
mux2i_1	146	146
clkinv_2	0	21
and2_1	17	16
nand2_1	331	328
o22ai_2	0	10
a21boi_0	45	45
o211ai_1	21	21
nor2_1	373	365
nor3_1	102	101
mux2_2	155	155
-- path summary, 6_finish.rpt --
kind | startpoint | endpoint | slack, ns | depth (start not counted)
worst max-delay path | proc_addr[3] | cch[7][15] | 25.35 | 14
worst min-delay path | valid[2] | valid[2] | 0.46 | 2
worst min register to register | valid[2] | valid[2] | 0.46 | 2
worst max register to register | tag[5][0] | cch[7][15] | 33.55 | 11
-- state kept, by name, summed over array words and instances (netlist names) --
| signal | flops |
|---|---|
| proc_stall | 1 |
| state | 4 |
| mem_wdata | 128 |
| proc_rdata | 32 |
| tag | 200 |
| dirty | 8 |
| cch | 1024 |
| mem_read | 1 |
| mem_addr | 28 |
| valid | 8 |
| mem_write | 1 |
-- cell families (layout without fill, tap and decap cells) --
kind of cell,after synthesis,count (layout)
compound gates,2093,2093
xor+xnor,25,25
buf+inv,541,906
flops,1435,1435
mux,368,368
other cells,0,8
simple gates,1070,1070
-- area by class of cell --
cell class / instances / area [sq um] / area share [%]
clock inverter: 38 / 469 / 0.692
timing repair buffer: 617 / 5630 / 8.30
antenna: 8 / 20.0 / 0.0295
sequential: 1435 / 28700 / 42.4
inverter: 23 / 93.8 / 0.138
tap: 1500 / 1880 / 2.77
multi-input combinational: 3556 / 26300 / 38.8
clock buffer: 228 / 4630 / 6.83
Power is estimated from default activity; no workload was simulated.
